`flow/config.mk`:
```
export PLATFORM = sky130hd
export DESIGN_NAME = tone_gen
export DESIGN_NICKNAME = tone_gen
export VERILOG_FILES = /design/flow/design.v
export SDC_FILE = /design/flow/constraint.sdc
export NUM_CORES = 4
export LEC_CHECK = 1
export CORE_UTILIZATION = 30
export SYNTH_HDL_FRONTEND = slang
```
`flow/design.v`:
```
module tone_gen(
    input logic clk,
    input logic reset,
    output logic signed [15:0] audio_out
);
    parameter TONE_PERIOD = 56818;  
    logic [31:0] counter;
    logic tone;
    always_ff @(posedge clk or posedge reset) begin
        if (reset) begin
            counter <= 0;
            tone <= 0;
        end else begin
            if (counter >= TONE_PERIOD) begin
                counter <= 0;
                tone <= ~tone;
            end else begin
                counter <= counter + 1;
            end
        end
    end
    assign audio_out = tone ? 16'sh7FFF : -16'sh8000;
endmodule
```
`flow/run.sh`:
```
#!/bin/bash
# OpenROAD 26Q1-2900-gdf79404cd8, Yosys 0.63+post, stock flow scripts
make -C /OpenROAD-flow-scripts/flow DESIGN_CONFIG=/design/flow/config.mk WORK_HOME=/design/flow/orfs finish
```
`flow/constraint.sdc`:
```
current_design tone_gen

set clk_period 3.3
set clk_io_pct 0.2

create_clock -name clk0 -period $clk_period [get_ports {clk}]

set non_clock_inputs [all_inputs -no_clocks]
set_input_delay [expr $clk_period * $clk_io_pct] -clock clk0 $non_clock_inputs
set_output_delay [expr $clk_period * $clk_io_pct] -clock clk0 [all_outputs]
```
==> Changelog: implementation <==
## Implementation

- Routed wire length per instance: 9.21 um
- Setup tns final: 0 ns
- Fin crit share: 62.1%
- Global placement routability congestion: 0.874
- Total power: 0.813 mW
- Avg Synthesized Cell Area: 11.5 um2
- Postcts setup bufs: 0
- Flop area: 826 um2
- Post-synthesis sequential area ratio: 59.0%
- WP buf/inv: 2
- H-tree depth: 2
- Initial drt markers: 37
- CP max stage delay: 0.51 ns
- Status: complete, no violations
- DRC: 0
- Synth Area in Compound Gates: 0.626%
- Clk sink count: 33
- Final hold slack: 0.480 ns
- VDD IR max: 0.300 mV
- Gate Area: 494 um2
- Die width: 70.3 um
- Critical path class: reg -> out
- Row cnt: 24
- First-pass GRT wire length: 3350 um
- Slowest cell on crit path: dfrtp_1
- Startpoint types: flop
- Worst Hold Class: reg -> reg
- CP top delay family: buffers and inverters
- Max FO, Critical Path: 16
- Layout Utilization: 38.4%
- Clock slew at reported path FFs: 0.07 ns
- Area growth, synth to finish: 21.1%
- Total gr overflow: 0
- Simple-Gate Area Share: 19.2%
- Final setup violation count: 0
- Crit path DRT: 2.64 ns
- Final min period: 2.05 ns
- Dominant comb cell: simple AND/OR/NAND/NOR gates
- Registers, synthesis: 33
- Met3 GRT Util: 3.07%
- Vias in the first global route: 784
- Share of layout cells above drive strength 1: 10.9%
- # Cells Yosys: 122
- DP HPWL: 1250 um
- Ant diodes: 0
- YS warnings: 0
- Clk latency late pin: 0.27 ns
- CTS Hold Buffers Added: 0
- Die Size: 4940 um2
- Pwr Density: 480 nW/um2
- Arrival @ worst endpoint: 1.39 ns
- Antenna violations before repair: 0
- Largest net degree at the start of global routing: 34
- Max Cap Violations: 0
- Synth cell types: 21
- Top cells by area, synth: dfrtp_1 (59%), buf_4 (8.1%), xnor2_1 (5.0%)
- Post-Route WL: 1830 um
- Adder-Cell Fraction of Synth Area: 1.79%
- Tally of non-filler cells in the final layout: 199
- Boundary pin count: 18
- Vias per inst: 4.13
- Post-synth top area share: 59.0%
- Global routing's busiest layer: met2
- Leak Pwr: 0.689 nW
- Root buffer cell: clkbuf_8
- CTS tree: built
- Unrepaired setup endpoints after global routing: false
- FP Util: 31.7%
- Resized Gates After CTS: 0
- Netlist Area Pre-Place: 1400 um2
- Log Warnings: 26
- Via count: 822
- YS chip area: 1400 um2
- Overall routing resource usage: 8.61%
- Number of port buffers: 17
- Pre-antenna DRT Iters: 4
- Register-to-register path setup slack: 1.59 ns
- XORs/XNORs by Area: 9.39%
- CTS Buf Count: 5
- Clock skew: 0.00315 ns
- Met1 usage: 12.7%
- Layout fillers: 405
- DRT antenna net count: 0
- Synth Instances: 122
- Slew Viols, Final: 0
- Core area: 4410 um2
- Mux area share: 0%
- Crit. End Element: primary output
- Worst-path cell chain: inv_1 -> clkdlybuf4s50_1
- DP Cell Count: 191
- Max Root-Sink Buffers: 2
- Yosys top cell by area: dfrtp_1
- Die Span Y: 70.3 um
- Max Freq: 0.488 GHz
- Final Hold Vio Count: 0
- Met2 usage: 13.0%
-- synth_stat cells --
master	n
ha_1	2
nor3_2	1
nand3_1	5
nor3_4	1
nand4_1	2
buf_6	1
xor2_1	7
nand2_1	9
nor2_1	18
inv_1	3
nand3_2	2
xnor2_1	8
and4_1	1
nor3_1	4
a32oi_1	1
nor2_2	2
nor4_1	5
conb_1	1
buf_4	15
or3_4	1
dfrtp_1	33
-- cell families after synthesis --
family                   after synthesis
adder cells (fa/ha/maj)                2
other                                  1
buffers and inverters                 19
AND/OR/NAND/NOR                       51
XOR/XNOR                              15
flip-flops                            33
AND-OR/OR-AND                          1
-- through the flow --
step | worst slack, ns | instance area, um2
2_1_floorplan | 1.86 | 1460
3_5_place_dp | 1.53 | 1570
4_1_cts | 1.22 | 1690
5_1_grt | 1.12 | 1690
3_3_place_gp | 1.56 | 1570
6_report | 1.25 | 1690
-- routing by layer --
layer,up-vias,routed length [um]
met3,2,145
met5,-,0
met1,374,875
met4,0,12
met2,29,800
li1,417,-
-- layout make-up --
class | instances | share of cell area, %
repair buffers | 18 | 10.5
inverters | 3 | 0.665
clock inverters | 2 | 2.22
clock buffers | 6 | 4.87
flip-flops and latches | 33 | 48.7
well taps | 52 | 3.84
multi-input cells | 85 | 29.2
-- placed cells by master, fill, tap and decap left out --
master	netlist	routed
nand3_2	2	2
nor2_1	18	18
nor2_2	2	2
ha_1	2	2
and4_1	1	1
xnor2_1	8	8
or3_4	1	1
clkbuf_8	0	6
clkdlybuf4s50_1	0	17
nor3_2	1	1
buf_4	15	1
nor3_1	4	4
nand4_1	2	2
nand2_1	9	9
conb_1	1	16
dfrtp_1	33	33
a32oi_1	1	1
nor3_4	1	1
nand3_1	5	5
inv_1	3	3
clkinvlp_4	0	1
xor2_1	7	7
bufinv_16	0	1
nor4_1	5	5
-- state kept, by name (all words and copies together) (netlist names) --
register / count
counter: 32
tone: 1
-- worst paths after layout --
path | from | end | cells after the start
min in group asynchronous | reset | counter[1] | 3
min | counter[0] | counter[0] | 1
max | tone | audio_out[15] | 2
max reg2reg | counter[0] | tone | 7
min reg2reg | counter[0] | counter[0] | 1
max in group asynchronous | reset | counter[12] | 3
-- power breakdown --
part / internal (mW) / switching, mW
Sequential: 0.414 / 0.00260
Combinational: 0.00287 / 0.00961
Clock: 0.245 / 0.138
Total: 0.663 / 0.151
Power figures rest on the tool's default switching activity, not on a simulated workload.
