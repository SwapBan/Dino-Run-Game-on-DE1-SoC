==> flow/design.v <==
module font_rom(
    input logic clk,
    input logic [3:0] address,   
    output logic [31:0] data     
);
    always_ff @(posedge clk) begin
        case (address)
            4'd0: data <= 32'b1111111111000100010001000111111111111111110010001000100111111111;   
            4'd1: data <= 32'b0110011100011100010000011111100000000000000011000000011111111111;   
            4'd2: data <= 32'b1111110001000100010000010000011111111111110010100000010000111111;   
            4'd3: data <= 32'b1111110001000100001000100111111111111111110011000000011111111111;   
            4'd4: data <= 32'b1000100010001000111111000100010011111111110010001000100111111111;   
            4'd5: data <= 32'b1111110001000001000100001111111111111111110010000000000000111111;   
            4'd6: data <= 32'b1111110001000001000100011111110000000000000011000000011111111111;   
            4'd7: data <= 32'b1111111111000100001000001000000000000000000010000000011111111111;   
            4'd8: data <= 32'b1111110001000100010001001111111111111111110010000000000001111111;   
            4'd9: data <= 32'b1111110001000100001000001111111111110000000011000000011111111111;   
            default: data <= 32'b00000000000000000000000000000000;   
        endcase
    end
endmodule
==> flow/run.sh <==
#!/bin/bash
# OpenROAD 26Q1-2900-gdf79404cd8, Yosys 0.63+post, stock flow scripts
make -C /OpenROAD-flow-scripts/flow DESIGN_CONFIG=/design/flow/config.mk WORK_HOME=/design/flow/orfs finish
==> flow/config.mk <==
export PLATFORM = sky130hd
export DESIGN_NAME = font_rom
export DESIGN_NICKNAME = font_rom
export VERILOG_FILES = /design/flow/design.v
export SDC_FILE = /design/flow/constraint.sdc
export NUM_CORES = 4
export LEC_CHECK = 1
export CORE_AREA = 10 10 70 70
export DIE_AREA = 0 0 80 80
export SYNTH_HDL_FRONTEND = slang
==> flow/constraint.sdc <==
current_design font_rom

set clk_period 1.6
set clk_io_pct 0.2

create_clock -name clk0 -period $clk_period [get_ports {clk}]

set non_clock_inputs [all_inputs -no_clocks]
set_input_delay [expr $clk_period * $clk_io_pct] -clock clk0 $non_clock_inputs
set_output_delay [expr $clk_period * $clk_io_pct] -clock clk0 [all_outputs]
==> impl_metrics.py <==
# Metrics from the implementation run
metrics = {
    "critical_path": {
        "worstPathArrival_ns": 1.19,
        "cp_top_family": "buffers and inverters",
        "required_ns": 1.28,
        "crit_buf_inv": 1,
        "critical_path_class": "register to output port",
        "critPathMaxFanout": 7,
        "slowest_delay_ns": 0.51,
        "worst_path_max_delay_cell": "clkdlybuf4s50_1",
        "start_kind": "register",
        "path_cells": "clkdlybuf4s50_1",
        "cp-end-kind": "output port",
    },
    "final_layout": {
        "reg.largest.list": "data: 10 flops",
        "nFillCells": 375,
        "area_growth_syn_to_layout_pct": 42.0,
        "layout-drive-gt1-share_pct": 19.0,
        "regMostFlops": "data",
        "largest_register_ffs": 10,
    },
    "yosys": {
        "edf_count": 0,
        "ys_warn_count": 0,
        "netlist_instances": 61,
        "syn_area_per_cell_um2": 9.52,
        "ys_seq_share_pct": 34.5,
        "synthArstFlopShare_pct": 0,
        "ys_chip_area_um2": 581,
        "synth-main-ff-cell": "dfxtp_1",
        "synth-seq-cells": 10,
        "ys_cells": 61,
        "synth.distinct_cells": 20,
        "synth.cell_area_um2": 581,
    },
    "placement": {
        "dp_hpwl_um": 1140,
        "place.gp.congestion": 0.806,
        "placement.io_buffers": 30,
    },
    "worst_hold_path": {
        "hold_path_class": "input pin to register",
    },
    "power_and_ir_drop": {
        "netSwitchingFraction_pct": 20.8,
        "pwr-share-comb_pct": 23.2,
        "peakVddDrop_v": 0.000485,
        "powerDensity_nw_per_um2": 789,
        "p_int_uw": 516,
        "clkPwrFrac_pct": 33.9,
        "pwr-share-seq_pct": 42.8,
        "power_uw": 651,
        "power_switching_uw": 135,
        "p_leak_uw": 0.000332,
    },
    "cts": {
        "cts.sinks": 10,
        "post_cts_buffers": 0,
        "cts_buffers": 3,
        "cts-resized-gates": 0,
        "hold_buffers": 0,
        "cts_buffer_depth": 2,
        "cts_tree": "done",
        "cts.clk_slew.worst_paths_ns": 0.06,
        "clock-root-buffer": "clkbuf_4",
        "htree_levels": 1,
    },
    "routing": {
        "first_pass_iters": 2,
        "dr.first_iter.drc_count": 5,
        "post_drt_wl_per_cell_um": 10.2,
        "diodes": 0,
        "wl_um": 1280,
        "vias_per_cell": 3.26,
        "drc": 0,
        "num_vias": 408,
        "postRouteAntennaNets": 0,
    },
    "sta": {
        "hold_viol": 0,
        "tns_ns": 0,
        "holdWs_ns": 0.743,
        "post-route-min-period_ns": 1.51,
        "finalClockPeriodUsage_pct": 94.5,
        "rsz0062_at_grt": "false",
        "setup_viol_count_final": 0,
        "drv_slew": 0,
        "fmax_mhz": 661,
    },
    "grt": {
        "grt_pass1_wl_um": 1880,
        "overflow": 0,
        "grt_max_degree": 8,
        "grt_use_total_pct": 3.65,
        "first_global_vias": 389,
        "antenna_found_initial": 0,
    },
    "die": {
        "dieHeight_um": 80,
        "die_w_um": 80,
        "chip_area_um2": 6400,
        "core_um2": 3420,
        "fp-utilization_pct": 17.0,
        "ios": 37,
        "rows": 21,
    },
    "run": {
        "tool_warnings": 25,
        "maxCapViolations": 0,
    },
    "outcome": {
        "status": "complete, no violations",
    },
}
path summary, 6_finish.rpt:
kind,start,to,cells after the start
max,data[19],data[3],1
min,address[0],data[15],2
synthesized netlist by cell type, types with 2 or more instances:
cell type | count | area share [%]
buf_6 | 3 | 5.8
dfxtp_1 | 10 | 34
inv_1 | 3 | 1.9
nor2_1 | 2 | 1.3
nand2_1 | 3 | 1.9
o21a_1 | 2 | 2.6
nor3_1 | 3 | 2.6
o21ai_0 | 2 | 1.7
buf_4 | 22 | 28
metrics by stage:
stage | cells | util, % | area, µm² | setup WS, ns
6_report | 125 | 24.1 | 825 | 0.0877
5_1_grt | 125 | 24.1 | 825 | 0.00650
4_1_cts | 125 | 24.1 | 825 | 0.0661
3_5_place_dp | 121 | 23.1 | 788 | 0.0894
3_3_place_gp | 121 | 23.1 | 788 | 0.102
2_1_floorplan | 66 | - | 599 | 0.629
layout by cell type (no fill, tap or decap):
| master | Yosys | layout |
|---|---|---|
| clkdlybuf4s50_1 | 0 | 30 |
| dfxtp_1 | 10 | 10 |
| conb_1 | 1 | 6 |
| buf_4 | 22 | 4 |
| inv_1 | 3 | 3 |
| nand2_1 | 3 | 3 |
| nor3_1 | 3 | 3 |
| clkbuf_4 | 0 | 3 |
| nor2_1 | 2 | 2 |
| o21a_1 | 2 | 2 |
| o21ai_0 | 2 | 2 |
| mux2i_1 | 1 | 1 |
| nor2_2 | 1 | 1 |
| and2_1 | 1 | 1 |
| nor2b_4 | 1 | 1 |
| a221oi_2 | 1 | 1 |
| a21oi_1 | 1 | 1 |
| nor2_4 | 1 | 1 |
| o32ai_2 | 1 | 1 |
| mux2_4 | 1 | 1 |
| a21oi_2 | 1 | 1 |
| clkbuf_8 | 0 | 1 |
cells by family after synthesis:
group                  after synthesis  synth area share (%)
buffers and inverters               28                  36.2
and+or+nand+nor                     12                  12.3
DFF                                 10                  34.5
AOI/OAI and AO/OA                    8                  12.1
muxes                                2                  4.31
other                                1                 0.646
routing by layer:
layer  part of all wire [%]  up-vias  global-route usage [%]
met5                      0        -                       0
met4                   0.39        0                   0.176
met3                     24        2                    3.18
met2                     37       31                    5.30
met1                     38      168                    4.18
li1                       -      207                       -
power groups by stage:
| stage | clock [µW] | combinational [µW] | sequential (µW) |
|---|---|---|---|
| after CTS | 230 | 156 | 280 |
| after global routing | 246 | 166 | 283 |
| final | 221 | 151 | 279 |
cell type report:
class	instances	area (µm²)	area share, %
flip-flops and latches	10	200	24.3
well taps	46	57.6	6.98
repair buffers	34	330	40.1
multi-input cells	28	189	22.9
clock buffers	4	36.3	4.40
inverters	3	11.3	1.37
Power and IR drop assume default switching activity.
